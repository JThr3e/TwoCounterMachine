**design.v**
```verilog
module alu(aReg, bReg, opcode, result);
	input [7:0] aReg;
	input [7:0] bReg;
	input [2:0] opcode;
	output [7:0] result;
	reg [7:0] res;
	always @ (*) begin
		case(opcode)
			3'b000: res = 8'b0;
			3'b001: res = aReg + 8'd1;
			3'b010: res = aReg - 8'd1;
			3'b011: res = aReg;
			3'b100: res = bReg;
			3'b101: res = aReg - bReg;
			default: res = 8'b0;
		endcase
	end
	assign result = res;
endmodule
module decode (instr, aAddr, bAddr, imm, WBInstr, jmpInstr, halt, aluOP);
input [7:0] instr;
output reg aAddr;
output reg bAddr;
output reg WBInstr;
output reg jmpInstr;
output reg halt;
output reg [2:0] aluOP;
output reg [7:0] imm;
always @ (*) begin
	case(instr[7:5])
		3'b000: begin aAddr = 1'bx; bAddr = 1'bx; WBInstr = 1'b0; jmpInstr = 1'b0; 
					halt = 1'b0; aluOP = 3'bxxx; imm = 8'bxxxxxxxx; end
		3'b001: begin aAddr = instr[4]; bAddr = 1'bx; WBInstr = 1'b1; jmpInstr = 1'b0; 
				  halt = 1'b0; aluOP = 3'b000; imm = 8'bxxxxxxxx; end
		3'b010: begin aAddr = instr[4]; bAddr = 1'bx; WBInstr = 1'b1; jmpInstr = 1'b0; 
				  halt = 1'b0; aluOP = 3'b001; imm = 8'bxxxxxxxx; end
		3'b011: begin aAddr = instr[4]; bAddr = 1'bx; WBInstr = 1'b1; jmpInstr = 1'b0; 
				  halt = 1'b0; aluOP = 3'b010; imm = 8'bxxxxxxxx; end
		3'b100: begin aAddr = instr[4]; bAddr = instr[5]; WBInstr = 1'b1; jmpInstr = 1'b0; 
				  halt = 1'b0; aluOP = 3'b100; imm = 8'bxxxxxxxx; end
		3'b101: begin aAddr = instr[4]; bAddr = 1'bx; WBInstr = 1'b0; jmpInstr = 1'b1; 
				  halt = 1'b0; aluOP = 3'b011; 
				  imm = {instr[3],instr[3],instr[3],instr[3],instr[3:0]}; end
		3'b110: begin aAddr = instr[4]; bAddr = instr[5]; WBInstr = 1'b0; jmpInstr = 1'b1; 
				  halt = 1'b0; aluOP = 3'b101; 
				  imm = {instr[2],instr[2],instr[2],instr[2],instr[2],instr[2:0]}; end
		3'b111: begin aAddr = 1'bx; bAddr = 1'bx; WBInstr = 1'b0; jmpInstr = 1'b0; 
				  halt = 1'b1; aluOP = 3'bxxx; imm = 8'bxxxxxxxx; end
	endcase
end
endmodule
module iram(CLK, RESET, ADDR, Q);
  input         CLK;
  input         RESET;
  input  [7:0]  ADDR;
  output [7:0] Q;
  reg    [7:0] mem[0:127];  
  wire   [6:0]  saddr;
  integer       i;
  assign Q = mem[ADDR];
  always @(posedge CLK) begin
    if(RESET) begin
      mem[0]  <= 8'b0100_0000;  
      mem[1]  <= 8'b0100_0000;  
      mem[2]  <= 8'b0100_0000;  
      mem[3]  <= 8'b0100_0000;  
      mem[4]  <= 8'b0100_0000;  
      mem[5]  <= 8'b0101_0000;  
      mem[6]  <= 8'b0101_0000;  
      mem[7]  <= 8'b1011_0100;  
      mem[8]  <= 8'b0111_0000;  
      mem[9]  <= 8'b0110_0000;  
		mem[10] <= 8'b1100_0101;  
		mem[11] <= 8'b1001_0000;  
		mem[12] <= 8'b0011_0000;  
		mem[13] <= 8'b1110_0000;  
      for(i = 14; i < 128; i = i + 1) begin
        mem[i] <= 8'b0000_0000;
      end
    end
  end
endmodule
module regfile(CLK, reset, WE, WB, srcA, srcB, dest, R1, R2, debugA, debugB);
input CLK;
input reset;
input WE;	 
input srcA;  
input srcB;  
input dest;  
input [7:0] WB;  
output [7:0] R1;  
output [7:0] R2;  
output [7:0] debugA;
output [7:0] debugB;
reg [7:0] aReg;
reg [7:0] bReg;
always @ (posedge CLK) begin
	if(~reset) begin
		aReg <= 8'b0;
		bReg <= 8'b0;
	end else begin
		if(WE) begin
			if(dest == 1'b0) begin
				aReg <= WB;
			end else begin
				bReg <= WB;
			end
		end
	end
end
assign R1 = srcA ? bReg : aReg;
assign R2 = srcB ? bReg : aReg;
assign debugA = aReg;
assign debugB = bReg;
endmodule
module top_level(clockButton, reset, debugA, debugB, clk50mhz);
input reset;
input clk50mhz;
input clockButton;
wire CLK;
reg clk1hz;
reg [31:0] count;
always @ (posedge clk50mhz) begin
	if(count == 32'd25_000_000) begin 
		count <= 32'd0;
		clk1hz <= ~clk1hz;
	end else begin
		count <= count + 32'd1;
	end
end
assign CLK = clk1hz;
output [7:0] debugA;
output [7:0] debugB;
reg [7:0] programCounter;
wire [7:0] R1;
wire [7:0] R2;
wire [7:0] result;
wire [7:0] instr;
wire [7:0] imm;
wire aAddr;
wire bAddr;
wire WE;
wire jmpInstr;
wire halt;
wire jmp;
wire [2:0] opcode;
always @ (posedge CLK) begin
	if(~reset) begin
		programCounter <= 8'b0;
	end else begin
		if(~halt)begin
			if(jmp) begin
				programCounter <= programCounter + imm;
			end else begin
				programCounter <= programCounter + 8'd1;
			end
		end else begin
			programCounter <= programCounter;
		end
	end
end
assign jmp = jmpInstr & (result == 8'b0);
iram program (
	.CLK(CLK), 
	.RESET(reset), 
	.ADDR(programCounter), 
	.Q(instr)
);
decode decoder (
	.instr(instr), 
	.aAddr(aAddr),
	.bAddr(bAddr),
	.imm(imm), 
	.WBInstr(WE), 
	.jmpInstr(jmpInstr), 
	.halt(halt), 
	.aluOP(opcode)
);
regfile file (
	.CLK(CLK),
	.reset(reset),
	.WE(WE),
	.WB(result),
	.srcA(aAddr),
	.srcB(bAddr),
	.dest(aAddr),
	.R1(R1),
	.R2(R2),
	.debugA(debugA),
	.debugB(debugB)
);
alu testALU (
	.aReg(R1),
	.bReg(R2),
	.opcode(opcode),
	.result(result)
);
endmodule
```
**run.sh**
```bash
#!/bin/bash
# OpenROAD 26Q1-2900-gdf79404cd8, Yosys 0.63+post, stock flow scripts
make -C /OpenROAD-flow-scripts/flow DESIGN_CONFIG=/design/flow/config.mk WORK_HOME=/design/flow/orfs finish
```
**config.mk**
```make
export PLATFORM = sky130hd
export DESIGN_NAME = top_level
export DESIGN_NICKNAME = top_level
export VERILOG_FILES = /design/flow/design.v
export SDC_FILE = /design/flow/constraint.sdc
export NUM_CORES = 4
export LEC_CHECK = 1
export CORE_UTILIZATION = 50
```
**constraint.sdc**
```tcl
current_design top_level

set clk_period 4.2
set clk_io_pct 0.2

create_clock -name clk0 -period $clk_period [get_ports {clk50mhz}]

set non_clock_inputs [all_inputs -no_clocks]
set_input_delay [expr $clk_period * $clk_io_pct] -clock clk0 $non_clock_inputs
set_output_delay [expr $clk_period * $clk_io_pct] -clock clk0 [all_outputs]
```
==> metrics.yaml <==
final_timing:
  final.min_clock_period_ns: 2.29
  setup_viol_count_final: 0
  period_used_share: 0.546
  unconstrained_endpoints: 39
  fmax_mhz: 436
  timing.final.max_slew_violations: 0
  max_slew.worst_pin.slew_ns: 0.823
  timing.final.hold_violations: 0
  maxSlewHeadroom: 0.450
  worst_hold_slack_ns: 0.467
  finalWorstSetupSlack_ns: 1.91
  number_of_register_pins_that_no_clock_reaches: 23
  grt_setup_unrepaired: "false"
  totalNegativeSetupSlack_ns: 0
  clock_skew_ns: 0.00574
grt:
  grt_first_pass_wirelength_um: 12400
  grt_overflow: 0
  global_route.usage.total: 0.209
  initial_antenna_violation_count: 0
  grt_start_max_net_pins: 25
  via_count_of_the_first_global_routing_pass: 2584
setup_path:
  kind_of_end_point_of_the_critical_path: "flip-flop"
  number_of_gates_on_the_worst_path_with_buffers_counted: 8
  setup.reg_to_reg.worst_slack_ns: 1.91
  slowest_delay_ns: 0.40
  critical-path-top-delay-family: "simple AND/OR/NAND/NOR gates"
  critical_path.endpoint: "count[29]"
  cp.buffers_inverters: 0
  critical_path.startpoint: "count[2]"
  cell_with_the_most_instances_on_the_worst_path: "sky130_fd_sc_hd__and4_1"
  crit_fanout: 5
  timing.setup.critical_path_class: "flip-flop to flip-flop"
  cp_cell_sequence: "and3_1, and4_1, nand4_1, or2_2, nor2_1, and4_1, nand3_1, xnor2_1"
  worstPathArrival_ns: 2.46
  start_kind: "flip-flop"
  r2r_cells: 8
  crit_path_top_delay_cell: "sky130_fd_sc_hd__dfxtp_1"
  reg2reg_from: "count[2]"
  required_ns: 4.37
  regToRegEndpoint: "count[29]"
yosys:
  synth_sequential_area_ratio: 0.311
  synth_warnings: 6
  largest_area_cell: "sky130_fd_sc_hd__dfxtp_1"
  postSynthRegisterBits: 56
  synth.area.top_cells: "sky130_fd_sc_hd__dfxtp_1 (30%), sky130_fd_sc_hd__mux2i_1 (6.9%), sky130_fd_sc_hd__ha_1 (5.5%)"
  synthCells: 417
  area_reported_by_yosys_stat_mm2: 0.00364
  post_synthesis_cell_area_mm2: 0.00364
  synth.yosys.num_cells: 417
  ys_async_sr_fraction: 0
  enable_flop_cells: 1
  ys_types: 65
  synthesis.area_per_instance_um2: 8.73
  synthDominantCellAreaShare: 0.302
  synth_top_flop_cell: "sky130_fd_sc_hd__dfxtp_1"
detailed_routing:
  antenna_cells_inserted: 0
  post_drt_via_cell_ratio: 5.57
  num_vias: 2901
  initial_drt_pass_iterations: 4
  routed_wl_um: 7410
  route.antenna.remaining_nets: 0
  drc_errors: 0
  detail_routed_net_length_per_standard_cell_um: 14.2
  detailedRoute.firstIterationViolations: 104
min_path:
  timing.hold.worst.class: "flip-flop to flip-flop"
  min_delay_path_depth: 1
power_and_ir_drop:
  cellLeakagePower_nw: 1.57
  total_power_consumption_mw: 0.540
  vdd_ir_drop_max_v: 0.000289
  p_per_area_mw_per_mm2: 137
cts:
  clk_transition_reported_paths_ns: 0.06
  cts.path.max_buffers: 2
  clk-insertion-delay-late_ns: 0.28
  cts_setup_buffers: 0
  post_cts_resized: 0
  cts-htree-levels: 2
  cts_made_buffers: 5
  cts-root-buf: "sky130_fd_sc_hd__clkbuf_8"
  cts.hold.buffers_added: 0
  cts_tree: "yes"
placement:
  place_ws_ns: 1.93
  finalWeightedCongestion: 0.859
  dp_hpwl_um: 5410
  port_buffers: 17
final_layout:
  post_route_cells_drive_above_1_share: 0.0729
  final_standard_cell_utilization_of_the_core: 0.571
  areaGrowthSynthToFinish_pct: 8.32
die:
  pin_count: 19
  die_area_mm2: 0.00763
  die_w_um: 87.3
  fp.coreArea_mm2: 0.00691
  floorplan.rows: 30
  die_h_um: 87.3
  floorplan.core_util: 0.527
run:
  log.warning_count: 28
  max_cap_viol_count: 0
status:
  outcome: "finished, final reports clean"
## per-stage QoR
step,std cells,area (um^2)
floorplan,417,3640
global placement,513,3860
detailed placement,513,3860
CTS,521,3940
global route,521,3940
finish,521,3940
## per-layer routing
layer  global-route usage  vias up  wire (um)
li1                     -     1506          -
met1                0.316     1353       3680
met2                0.349       34       3490
met3               0.0154        8        150
met4               0.0164        0         80
met5                    0        -          0
## power breakdown
group	switching (mW)	internal (mW)
logic	0.00356	0.00386
clock network	0.100	0.117
registers	0	0.315
total	0.104	0.436
## cell usage in the layout, fill, tap and decap left out, types with 4 or more instances in the layout
cell type	Yosys	layout
sky130_fd_sc_hd__xor2_1	21	21
sky130_fd_sc_hd__nor2_1	34	34
sky130_fd_sc_hd__nand2b_1	7	7
sky130_fd_sc_hd__nor2b_1	24	24
sky130_fd_sc_hd__a21o_1	8	8
sky130_fd_sc_hd__mux2i_1	25	25
sky130_fd_sc_hd__nand4_1	8	8
sky130_fd_sc_hd__ha_1	16	16
sky130_fd_sc_hd__and3_1	8	8
sky130_fd_sc_hd__nor3b_1	7	7
sky130_fd_sc_hd__inv_1	13	13
sky130_fd_sc_hd__a21oi_1	11	11
sky130_fd_sc_hd__dfxtp_1	55	55
sky130_fd_sc_hd__o21ai_1	5	5
sky130_fd_sc_hd__o21ai_0	12	12
sky130_fd_sc_hd__nand3_1	18	18
sky130_fd_sc_hd__clkdlybuf4s50_1	0	17
sky130_fd_sc_hd__nor3_1	7	6
sky130_fd_sc_hd__xnor2_1	18	18
sky130_fd_sc_hd__nand2_1	19	19
sky130_fd_sc_hd__nor4_1	4	4
sky130_fd_sc_hd__nand3b_1	4	4
sky130_fd_sc_hd__mux2_2	7	7
sky130_fd_sc_hd__clkbuf_8	0	5
sky130_fd_sc_hd__a22oi_1	8	8
sky130_fd_sc_hd__and4_1	8	8
## how the worst min path moves through the flow
| stage | start | end |
|---|---|---|
| CTS | count[31] | count[31] |
| global route | count[4] | count[4] |
| finish | count[31] | count[31] |
## area by class of cell
class	instances	area, um^2
fill	640	2960
multi-input combinational	328	2370
sequential	56	1130
timing repair buffer	20	193
tap	96	120
clock buffer	8	80.1
inverter	13	48.8
## synth_stat cells, types with 7 or more instances
library cell               count
sky130_fd_sc_hd__nand3_1      18
sky130_fd_sc_hd__xor2_1       21
sky130_fd_sc_hd__a22oi_1       8
sky130_fd_sc_hd__o21ai_0      12
sky130_fd_sc_hd__mux2_2        7
sky130_fd_sc_hd__xnor2_1      18
sky130_fd_sc_hd__nor3_1        7
sky130_fd_sc_hd__nand4_1       8
sky130_fd_sc_hd__mux2i_1      25
sky130_fd_sc_hd__ha_1         16
sky130_fd_sc_hd__inv_1        13
sky130_fd_sc_hd__a21oi_1      11
sky130_fd_sc_hd__nand2_1      19
sky130_fd_sc_hd__a21o_1        8
sky130_fd_sc_hd__nor2_1       34
sky130_fd_sc_hd__and4_1        8
sky130_fd_sc_hd__nand2b_1      7
sky130_fd_sc_hd__buf_2        10
sky130_fd_sc_hd__nor3b_1       7
sky130_fd_sc_hd__dfxtp_1      55
sky130_fd_sc_hd__clkbuf_1      8
sky130_fd_sc_hd__and3_1        8
sky130_fd_sc_hd__nor2b_1      24
## logic make-up (layout without fill, tap and decap cells)
logic type,after synthesis,after routing,synth area share
and+or+nand+nor,167,167,0.265
AOI/OAI and AO/OA,73,73,0.140
DFF,56,56,0.311
xor gates and xnor gates,39,39,0.0938
buffers and inverters,33,41,0.0395
muxes,32,32,0.0904
adders and majority gates,17,17,0.0605
## registers in the layout, summed over array words and instances (netlist names)
name,cells
count,32
file.aReg,8
clk1hz,1
file.bReg,8
programCounter,7
Power figures rest on the tool's default switching activity, not on a simulated workload.
